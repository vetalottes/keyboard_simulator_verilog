===== flow/run.sh =====
#!/bin/bash
# OpenROAD 26Q1-2900-gdf79404cd8, Yosys 0.63+post, stock flow scripts
make -C /OpenROAD-flow-scripts/flow DESIGN_CONFIG=/design/flow/config.mk WORK_HOME=/design/flow/orfs finish

===== flow/config.mk =====
export PLATFORM = sky130hd
export DESIGN_NAME = testauto
export DESIGN_NICKNAME = testauto
export VERILOG_FILES = /design/flow/design.v
export SDC_FILE = /design/flow/constraint.sdc
export NUM_CORES = 4
export LEC_CHECK = 1
export CORE_UTILIZATION = 50

===== flow/constraint.sdc =====
current_design testauto

set clk_period 2.2
set clk_io_pct 0.2

create_clock -name clk0 -period $clk_period [get_ports {PS2_clk}]
create_clock -name clk1 -period $clk_period [get_ports {clk}]

set non_clock_inputs [all_inputs -no_clocks]
set_input_delay [expr $clk_period * $clk_io_pct] -clock clk0 $non_clock_inputs
set_output_delay [expr $clk_period * $clk_io_pct] -clock clk0 [all_outputs]

===== flow/design.v =====
`timescale 1ns / 1ps
module DC_pc2 (input clk, input [7:0] pc2_data, input pc2_ro, output reg [7:0] fsm_data, output reg set_signal, output reg reset_signal); 
reg flag;  
parameter [7:0]
	releas = 8'hf0,  
	s_key = 8'h29,  
	r_key = 8'h0D,  
	re_key = 8'h59;  
reg [7:0] dc;  
initial
begin
    fsm_data = 8'b0;  
    flag = 0; 
    set_signal = 0;
    reset_signal = 0;
    dc = 8'b0;
end
always @(*)
begin
    case (pc2_data)
        8'h15: dc <= 8'h15;  
        8'h1D: dc <= 8'h1D;  
        8'h24: dc <= 8'h24;  
        8'h2D: dc <= 8'h2D;  
        8'h2C: dc <= 8'h2C;  
        8'h35: dc <= 8'h35;  
        8'h3C: dc <= 8'h3C;  
        8'h43: dc <= 8'h43;  
        8'h44: dc <= 8'h44;  
        8'h4D: dc <= 8'h4D;  
        8'h1C: dc <= 8'h1C;  
        8'h1B: dc <= 8'h1B;  
        8'h23: dc <= 8'h23;  
        8'h2B: dc <= 8'h2B;  
        8'h34: dc <= 8'h34;  
        8'h33: dc <= 8'h33;  
        8'h3B: dc <= 8'h3B;  
        8'h42: dc <= 8'h42;  
        8'h4B: dc <= 8'h4B;  
        8'h1A: dc <= 8'h1A;  
        8'h22: dc <= 8'h22;  
        8'h21: dc <= 8'h21;  
        8'h2A: dc <= 8'h2A;  
        8'h32: dc <= 8'h32;  
        8'h31: dc <= 8'h31;  
        8'h3A: dc <= 8'h3A;  
        8'h5A: dc <= 8'h5A;  
        8'h45: dc <= 8'h45;  
        8'h16: dc <= 8'h16;  
        8'h1E: dc <= 8'h1E;  
        8'h26: dc <= 8'h26;  
        8'h25: dc <= 8'h25;  
        8'h2E: dc <= 8'h2E;  
        8'h36: dc <= 8'h36;  
        8'h3D: dc <= 8'h3D;  
        8'h3E: dc <= 8'h3E;  
        8'h46: dc <= 8'h46;  
        8'h41: dc <= 8'h41;  
        8'h49: dc <= 8'h49;  
        8'h4A: dc <= 8'h4A;  
        8'h4C: dc <= 8'h4C;  
        8'h52: dc <= 8'h52;  
        8'h4E: dc <= 8'h4E;  
        8'h55: dc <= 8'h55;  
        8'h54: dc <= 8'h54;  
        8'h5B: dc <= 8'h5B;  
        8'h5D: dc <= 8'h5D;  
        default: dc <= 0;
    endcase
end
always @(posedge clk)
begin
	if (pc2_ro)
	begin
		if (pc2_data == releas) flag <= 1;
		else if (flag)
		begin
			flag <= 0;
			if (pc2_data == s_key)
                set_signal <= 1;
			else if ((pc2_data == r_key) || (pc2_data == re_key))
			begin
				reset_signal <= 1;
				fsm_data <= 0;
			end
			else fsm_data <= dc;
		end
	end
	else
	begin
	   set_signal <= 0;
	   reset_signal <= 0;
	end
end
endmodule
`timescale 1ns / 1ps
module FIB(input clk, input [7:0] code, input set_signal, input reset_signal, output reg res_out, output reg [7:0] res_code);  
reg [2:0] state;
reg [7:0] need_symbol;  
initial
begin
    res_out <= 0;
    state <= 3'd1;
end
always@(posedge clk)
begin
    if (reset_signal) begin
        res_out <= 0;
        res_code <= 8'h5A;
        state <= 3'd1;
    end
    case (state)
		3'd0:  
		begin
			need_symbol[7:0] <= 8'h5A;  
			state <= 3'd2;
		end
		3'd1:  
		begin
		    res_out <= 0;
			if ((code[7:0] == 8'h5A) || (code[7:0] == 8'h00))  
                state <= 3'd0;
            else 
                state <= 3'd2;
		end
		3'd2:  
		begin
		  if ((code[7:0] == need_symbol[7:0]) && (need_symbol[7:0] == 8'h5A)) begin
			res_code[7:0] <= 8'h1B;  
		      state <= 3'd4;
		  end
		  if ((code[7:0] == need_symbol[7:0]) && (need_symbol[7:0] != 8'h5A)) begin
		      state <=3'd3;  
		  end
		  if (code != need_symbol) begin
		      res_out <= 1; 
		      state <=3'd4;  
		  end
		end
		3'd3:  
		begin
            		case (need_symbol)
			8'h1B: need_symbol <= 8'h1C;  
			8'h1C: need_symbol <= 8'h34;  
			8'h34: need_symbol <= 8'h4D;  
			8'h4D: need_symbol <= 8'h45;  
			8'h45: need_symbol <= 8'h1D;  
			8'h1D: need_symbol <= 8'h25;  
			8'h25: need_symbol <= 8'h4E;  
			8'h4E: need_symbol <= 8'h22;  
			8'h22: need_symbol <= 8'h15;  
			8'h15: need_symbol <= 8'h16;  
			8'h16: need_symbol <= 8'h2A;  
			8'h2A: need_symbol <= 8'h3D;  
			8'h3D: need_symbol <= 8'h43;  
			8'h43: need_symbol <= 8'h41;  
			8'h41: need_symbol <= 8'h23;  
			8'h23: need_symbol <= 8'h2E;  
			8'h2E: need_symbol <= 8'h3E;  
			8'h3E: need_symbol <= 8'h3A;  
			8'h3A: need_symbol <= 8'h2D;  
			8'h2D: need_symbol <= 8'h42;  
			8'h42: need_symbol <= 8'h5B;  
			8'h5B: need_symbol <= 8'h32;  
			8'h32: need_symbol <= 8'h2C;  
			8'h2C: need_symbol <= 8'h49;  
			8'h49: need_symbol <= 8'h21;  
			8'h21: need_symbol <= 8'h54;  
			8'h54: need_symbol <= 8'h3C;  
			8'h3C: need_symbol <= 8'h1A;  
			8'h1A: need_symbol <= 8'h4C;  
			8'h4C: need_symbol <= 8'h46;  
			8'h46: need_symbol <= 8'h1E;  
			8'h1E: need_symbol <= 8'h52;  
			8'h52: need_symbol <= 8'h2B;  
			8'h2B: need_symbol <= 8'h3B;  
			8'h3B: need_symbol <= 8'h55;  
			8'h55: need_symbol <= 8'h24;  
			8'h24: need_symbol <= 8'h4B;  
			8'h4B: need_symbol <= 8'h31;  
			8'h31: need_symbol <= 8'h5D;  
			8'h5D: need_symbol <= 8'h4A;  
			8'h4A: need_symbol <= 8'h33;  
			8'h33: need_symbol <= 8'h44;  
			8'h44: need_symbol <= 8'h26;  
			8'h26: need_symbol <= 8'h35;  
			8'h35: need_symbol <= 8'h36;  
			    8'h36: need_symbol <= 8'h1B;  
            	endcase
            	state <=3'd4;
		end
		3'd4: begin  
			 if (code[7:0] == 8'h5A) begin
			 	need_symbol <= 8'h1B;
			 end
			 else begin
			 	res_code[7:0] <= need_symbol[7:0];
			 end
			 if (set_signal) begin
				 state <= 3'd1;  
			 end
		end
		default: state = 3'd1;
	endcase
end
endmodule
`timescale 1ns / 1ps
module RECIEVER_pc2 (input r, input clk, input PC2_CLK, output reg R_O, output reg [7:0] recieved_data);
reg [3:0] state;
initial
begin
    state = 4'b0;
    R_O = 0;
    recieved_data = 8'b0;
end
always @(negedge PC2_CLK)
begin
	case (state)
		4'd0: 
		begin
			R_O <= 0;
			if (~r) state <= state + 1;
		end
		4'd1: 
		begin
			recieved_data[0] <= r;
			state <= state + 1;
		end
		4'd2: 
		begin
			recieved_data[1] <= r;
			state <= state + 1;
		end
		4'd3: 
		begin
			recieved_data[2] <= r;
			state <= state + 1;
		end
		4'd4: 
		begin
			recieved_data[3] <= r;
			state <= state + 1;
		end
		4'd5: 
		begin
			recieved_data[4] <= r;
			state <= state + 1;
		end
		4'd6: 
		begin
			recieved_data[5] <= r;
			state <= state + 1;
		end
		4'd7: 
		begin
			recieved_data[6] <= r;
			state <= state + 1;
		end
		4'd8: 
		begin
			recieved_data[7] <= r;
			state <= state + 1;
		end
		4'd9: 
		begin
			if (^recieved_data^r)
                state <= state + 1;
			else state <= 0;
		end
		4'd10:	
		begin
			R_O <= r ? 1 : 0;
			state <= 0;
		end
		default: state <= 0;
	endcase
end
endmodule
`timescale 1ns / 1ps
module testauto(input clk, PS2_clk, PS2_dat, output [7:0] res_code, output set_signal, output reset_signal, output res_out);
wire [7:0] res_code;
reg flag = 0;
reg ro_dc = 0;
wire pc2_ro;
wire set_signal, reset_signal, res_out;
wire [7:0] recieved_data;
wire [7:0] inForFSM;
RECIEVER_pc2 reciever(
    .r(PS2_dat),
    .clk(clk),
    .PC2_CLK(PS2_clk),
    .R_O(pc2_ro),
    .recieved_data(recieved_data));
DC_pc2 dc_pc2 (
    .clk(clk),
    .pc2_data(recieved_data),
    .pc2_ro(ro_dc),
    .fsm_data(inForFSM),
    .set_signal(set_signal),
    .reset_signal(reset_signal));
FIB fib2(
    .clk(clk),
    .set_signal(set_signal),
    .reset_signal(reset_signal),
    .code(inForFSM),
    .res_code(res_code),
    .res_out(res_out));
always @(posedge clk)
begin
    if (pc2_ro&~flag&~PS2_clk) begin
        ro_dc <= 1;
        flag <= 1;
    end
    else ro_dc <= 0;
    if (PS2_clk) flag <= 0;
end
endmodule

==> Flow_metrics.wiki <==
== Run summary ==
{| class="wikitable"
! Metric !! Value
|-
| Outcome || finished with violations
|-
| Failing checks || setup timing
|-
| Via/cell ratio || 6.12
|-
| CP cell instances || inv_2 > ha_2 > mux2i_1 > nor2_1 > a21oi_2 > a2bb2oi_2 > nor3_1
|-
| Net Sw Frac || 0.416
|-
| Number of inserted diodes || 0
|-
| Final hold violation count || 0
|-
| GP Congestion || about 1.0
|-
| Setup repair after global routing missed its margin || yes
|-
| Unique cell type count in the Yosys netlist || just over 70
|-
| Core Region || roughly 7000 um2
|-
| Combinational group share of total power || 0.641
|-
| Core Density at Floorplan || 0.526
|-
| Fin Clk Skew || 0.0155 ns
|-
| Remaining max-slew budget at the tightest pin || 0.659
|-
| Total Routing Usage GR || 0.318
|-
| Horizontal die dimension || 87.2 um
|-
| Number of detailed-route iterations in the first pass || 5
|-
| Largest net degree at the start of global routing || 17
|-
| Part of the total power dissipated in the clock network || 0.151
|-
| Pins over their slew limit || 0
|-
| Fin Setup TNS || -13.39 ns
|-
| Overall power after layout || a little over 7 mW
|-
| Wire length per cell after detailed routing || 19.2 um
|-
| Via count of the first global-routing pass || approximately 3800
|-
| Fill cell total of the finished layout || ~420
|-
| Post-synthesis register bit count || about 44
|-
| Kind of end point of the critical path || flop
|-
| Class of the most critical hold timing path || clk -> reg
|-
| Count of input and output buffers || 12
|-
| Wire length of the first global-routing pass || 17.7 mm
|-
| Die Y-Extent || a little under 90 um
|-
| Switching power || 2.94 mW
|-
| Cell types occupying the most area after synthesis || edfxtp_1 (26%), dfxtp_1 (7.2%), ha_1 (6.2%), a21oi_1 (4.0%), nor2_1 (2.7%)
|-
| Power density normalized to cell area || 1260 nW/um2
|-
| Post-synth tally of flip-flops with integrated enable || 31
|-
| Leakage || between 2 and 2.5 nW
|-
| Number of design rule violations left after detail routing || 0
|-
| Most numerous logic cell after layout || buf_4
|-
| Post-Synthesis Mean Instance Area || a little under 9 um2
|-
| Number of synthesis warnings || 4
|-
| Detailed placement HPWL || around 8.0 mm
|-
| Max-cap violations || 0
|-
| Prevailing post-synth register cell || edfxtp_1
|-
| Highest fanout seen on the critical path || 4
|-
| Flop pwr share || 0.208
|-
| Num ports || 14
|-
| Clock transition at the registers of the reported paths || ~0.060 ns
|-
| Starting DRT DRC Count || 350
|-
| Critical Path Source Type || flop
|-
| Total Wirelength || 12.5 mm
|-
| Crit path DRT || ~2.2 ns
|-
| Layout cell share with drive strength beyond 1 || 0.421
|-
| Actual slew at the worst max-slew pin || 0.499 ns
|-
| Worst endpoint data arrival time || 2.94 ns
|-
| Share of flip-flops with an asynchronous set or reset after synthesis || 0
|-
| Row Count || 30
|-
| Final count of negative-setup-slack endpoints || 30
|-
| Worst path slowest cell || edfxtp_1
|-
| Max-area cell share || 0.256
|-
| Chip area in the Yosys report || 3630 um2
|-
| TritonCTS clock tree || yes
|-
| WS Path Type || reg -> reg
|-
| Stage-log warning count || 46
|-
| Number of standard cells reported by yosys || 415
|-
| Cell Area, Synth || 3630 um2
|-
| Aggregate global routing overflow || 0
|-
| Post-route ant nets || 0
|-
| Die footprint || roughly 7600 um2
|-
| Portion of the post-synthesis area used by sequential elements || 0.328
|-
| Smallest setup slack after layout || -0.704 ns
|-
| Number of vias after detailed routing || about 4000
|-
| Most frequent logic cells in the routed design || buf_4 (105), edfxtp_1 (31), nor2_1 (24), inv_1 (24), buf_6 (24)
|-
| Gate Count Post-Synth || around 420
|-
| Area leader, netlist || edfxtp_1
|-
| Peak supply drop || 0.00101 V
|-
| Area grow syn2layout || 54.5%
|-
| Highest cell delay on the worst timing path || around 0.5 ns
|-
| Initial antenna violation count || 0
|-
| Internal cell power || just over 4 mW
|}
-- flip-flops by register name (all words and copies together), names as in the netlist, 3 cells and up --
signal,cells
fib2.need_symbol,7
fib2.state,3
fib2.res_code,8
reciever.state,4
reciever.recieved_data,8
dc_pc2.fsm_data,7
-- critical path, delay by kind of cell, from the launching register on --
family          cells  cell delay, ns
compound gates      2            0.31
fa+ha+maj           1            0.22
buf+inv             1            0.10
flops               1            0.50
mux                 1            0.14
simple gates        2            0.14
-- worst paths after layout --
kind / start / endpoint / slack [ns] / depth (start not counted)
setup / recovery: reciever.recieved_data[0]$_DFFE_NN_ / dc_pc2.fsm_data[4]$_SDFFCE_PP0P_ / -0.70 / 7
hold / removal: PS2_clk / flag$_SDFFE_PP0P_ / 0.007 / 3
setup reg to reg: reciever.recieved_data[0]$_DFFE_NN_ / dc_pc2.fsm_data[4]$_SDFFCE_PP0P_ / -0.70 / 7
hold reg to reg: flag$_SDFFE_PP0P_ / ro_dc$_DFF_P_ / 0.43 / 1
max in group clk0: PS2_dat / reciever.state[0]$_DFFE_NP_ / 0.02 / 6
min in group clk0: reciever.state[0]$_DFFE_NP_ / reciever.state[0]$_DFFE_NP_ / 0.69 / 1
-- synthesized netlist by cell type, types with 7 or more instances --
master	instances
a21oi_1	29
and2_1	9
buf_2	17
clkbuf_1	9
dfxtp_1	13
edfxtp_1	31
ha_1	18
inv_1	20
nand2_1	17
nand2b_1	15
nand3_1	8
nand3b_1	10
nor2_1	26
nor2b_1	12
nor3_1	16
nor3b_1	9
o21ai_0	17
xnor2_1	7
-- power by group through the flow --
stage / Combinational, mW / Sequential [mW] / Clock (mW)
global route: 4.82 / 1.50 / 1.15
finish: 4.53 / 1.47 / 1.07
CTS: 3.86 / 1.44 / 1.09
-- kinds of logic (layout without fill, tap and decap cells) --
| group | count (synthesis) | after routing | share of synthesized area |
|---|---|---|---|
| adders and majority gates | 18 | 18 | 0.0620 |
| xor gates and xnor gates | 13 | 13 | 0.0351 |
| muxes | 5 | 5 | 0.0141 |
| DFF | 44 | 44 | 0.328 |
| AOI/OAI and AO/OA | 110 | 110 | 0.206 |
| and+or+nand+nor | 173 | 173 | 0.290 |
| buffers and inverters | 52 | 193 | 0.0647 |
-- metrics by stage --
| step | hold slack, ns | instances | worst slack, ns | instance area, um2 | utilization |
|---|---|---|---|---|---|
| floorplan | 0.0724 | 415 | -0.405 | 3770 | - |
| global placement | 0.0724 | 596 | -0.834 | 4640 | 0.671 |
| detailed placement | 0.0724 | 596 | -0.863 | 4640 | 0.671 |
| CTS | 0.00869 | 639 | -0.673 | 5170 | 0.748 |
| global route | 0.00571 | 652 | -0.816 | 5610 | 0.813 |
| finish | 0.00727 | 652 | -0.704 | 5610 | 0.813 |
-- metal layers --
layer | track usage | routed length (um) | vias up
met2 | 0.521 | 5980 | 213
met1 | 0.419 | 4960 | 1870
li1 | - | - | 1847
met3 | 0.0567 | 1010 | 62
met5 | 0 | 0 | -
met4 | 0.152 | 603 | 0
-- cell type report --
| class | count | area [um2] | area share |
|---|---|---|---|
| Timing Repair Buffer | 144 | 1230 | 0.219 |
| Inverter | 19 | 86.3 | 0.0154 |
| Clock buffer | 13 | 169 | 0.0301 |
| Multi-Input combinational cell | 319 | 2730 | 0.486 |
| Sequential cell | 44 | 1190 | 0.212 |
| Tap cell | 96 | 120 | 0.0214 |
| Clock inverter | 17 | 91.3 | 0.0163 |
-- what timing repair did --
item	CTS	global route
pin swaps	20	29
hold buffers	0	0
gates resized	45	75
gates cloned	0	1
setup buffers	16	18
setup endpoints to repair	38	35
Power and IR drop assume default switching activity.
